**config.mk**
```make
export PLATFORM = sky130hd
export DESIGN_NAME = base_sram_cntrs
export DESIGN_NICKNAME = base_sram_cntrs
export VERILOG_FILES = /design/flow/design.v
export SDC_FILE = /design/flow/constraint.sdc
export NUM_CORES = 4
export LEC_CHECK = 1
export CORE_UTILIZATION = 50
export SYNTH_HDL_FRONTEND = slang
```
**constraint.sdc**
```tcl
current_design base_sram_cntrs

set clk_period 11.1
set clk_io_pct 0.2

create_clock -name clk0 -period $clk_period [get_ports {clk}]

set non_clock_inputs [all_inputs -no_clocks]
set_input_delay [expr $clk_period * $clk_io_pct] -clock clk0 $non_clock_inputs
set_output_delay [expr $clk_period * $clk_io_pct] -clock clk0 [all_outputs]
```
**design.v**
```verilog
module base_agate#(parameter width=1) 
   (input [0:width-1] en, 
    input [0:width-1]  i_v, 
    output [0:width-1] i_r, 
    output [0:width-1]  o_v,
    input [0:width-1]  o_r
    );
   assign i_r  = en & o_r;
   assign o_v = en & i_v;
endmodule  
module base_alatch#
  (
   parameter width=1, 
   parameter del_width=0,
   parameter dq=0
   )
  (
   input 	      clk, 
   input 	      reset,
   input 	      i_v,
   input [0:width+del_width-1]  i_d,
   output 	      i_r,
   output 	      o_v,
   output [0:width+del_width-1] o_d,
   input 	      o_r
   );
   wire 	      o_v_in = i_v | (o_v & ~o_r);
   wire               enable = o_r | ~o_v;
   assign i_r = o_r | ~o_v;
   base_vlat#(.width(1))        ivlat(.clk(clk), .reset(reset), .din(o_v_in), .q(o_v));
   wire [0:width-1]   din;
   generate
      if (dq)
	assign din = i_v ? i_d[0:width-1] : {width{1'b0}};
      else
	assign din = i_d[0:width-1];
   endgenerate
   generate
      if (width > 0)
	base_vlat_en#(.width(width)) idlat(.clk(clk), .reset(1'b0), .enable(enable), .din(din), .q(o_d[0:width-1]));
      if (del_width > 0)
	begin
	   wire enable_d;
	   base_vlat#(.width(1))        ielat(.clk(clk), .reset(1'b0), .din(enable), .q(enable_d));
	   base_vlat_en#(.width(del_width)) idlat(.clk(clk), .reset(1'b0), .enable(enable_d), .din(i_d[width:width+del_width-1]), .q(o_d[width:width+del_width-1]));
	end
   endgenerate
endmodule  
module base_decode#
  (
   parameter enc_width=1,
   parameter dec_width = 2 ** enc_width
   )
  (
   input en,
   input [0:enc_width-1] din,
   output [0:dec_width-1] dout
   );
   genvar 		  i;
   generate
      for(i=0; i<dec_width; i=i+1) begin : Gen
	 assign dout[i] = en & (din == i);
      end
   endgenerate
endmodule  
module base_delay#
  (parameter width = 1,
   parameter n = 1)
  (input clk,
   input reset,
   input [0:width-1]  i_d,
   output [0:width-1] o_d
   );
   generate
      if (n > 0)
	begin
	   wire [0:(n * width)-1] l_din, l_q;
	   assign l_din[0:width-1] = i_d;
	   if (n > 1)
	     assign l_din [width:(n*width)-1] = l_q[0:((n-1)*width)-1];
	   base_vlat#(.width(width*n)) ilat(.clk(clk),.reset(reset),.din(l_din),.q(l_q));
	   assign o_d = l_q[(n-1)*width:(n*width)-1];
	end
      else
	assign o_d = i_d;
   endgenerate
endmodule  
module base_emux_mc#
  (
   parameter width = 1,
   parameter ways = 2,
   parameter sel_width=$clog2(ways),
   parameter lsel_width = 3,
   parameter aux_width=1
   )
  (
   input 		    clk,
   input 		    reset,
   input [0:aux_width-1]    ain,
   input [0:(width*ways)-1] din,
   input [0:sel_width-1]    sel,
   output [0:width-1] 	    dout,
   output [0:aux_width-1]   aout
   );
   localparam esel_width = ((sel_width+lsel_width-1)/lsel_width)*lsel_width;
   wire [0:esel_width-1]    esel = sel;
   localparam 		    eways = 2**esel_width;
   localparam 		    epad = ((eways-ways)*width);
   wire [0:width*eways-1]   edin;
   generate
      if (epad == 0)
	assign edin = din;
      else
	assign edin = {din,{epad{1'b0}}};
   endgenerate
   localparam 		    lways = 2**lsel_width;
   wire [0:width-1] 	    s2_d;
   wire [0:aux_width-1]     s2_a;
   generate
      if (esel_width <= lsel_width)
	begin
	   wire [0:width-1] 	    din_array [0:eways-1];
	   assign s2_d = din_array[esel];
	   genvar 		    i;
	   for(i=0; i< eways; i=i+1)
	     begin :gen1
		assign din_array[i] = edin[i*width:(i+1)*width-1];
	     end
	   assign s2_a = ain;
	   base_vlat#(.width(width))     idlat(.clk(clk),.reset(reset),.din(s2_d),.q(dout));
	   base_vlat#(.width(aux_width)) ialat(.clk(clk),.reset(reset),.din(s2_a),.q(aout));
	end
      else
	begin
	   wire [0:lways*width-1] s1_d;
	   wire [0:lsel_width-1]  s1_s;
	   wire [0:aux_width-1]   s1_a;
	   genvar i;
	   localparam rways = eways/lways;
	   localparam rwidth=rways*width;
	   base_emux_mc#(.aux_width(lsel_width+aux_width),.width(width),.ways(rways),.sel_width(esel_width-lsel_width),.lsel_width(lsel_width)) imux1
	     (.clk(clk),.reset(reset),
	      .ain({esel[0:lsel_width-1],ain}),.din(edin[0:rwidth-1]),.sel(esel[lsel_width:esel_width-1]),
	      .aout({s1_s,s1_a}),.dout(s1_d[0:width-1]));
	   for(i=1; i<lways; i=i+1)
	     begin : gen2
		base_emux_mc#(.aux_width(1),.width(width),.ways(rways),.sel_width(esel_width-lsel_width),.lsel_width(lsel_width)) imux1
		 (.clk(clk),.reset(reset),.ain(1'b0),.din(edin[i*rwidth:(i+1)*rwidth-1]),.sel(esel[lsel_width:esel_width-1]),.aout(),.dout(s1_d[i*width:(i+1)*width-1]));
	     end
	   base_emux_mc#(.aux_width(aux_width),.width(width),.ways(lways),.sel_width(lsel_width),.lsel_width(lsel_width)) imux2
	     (.clk(clk),.reset(reset),.sel(s1_s),.ain(s1_a),.din(s1_d),.aout(aout),.dout(dout));
	end  
   endgenerate
endmodule  
module base_mem#
  (
   parameter width = 1,
   parameter addr_width = 1,
   parameter depth = 2 ** addr_width,
   parameter wdelay = 0,
   parameter ramstyle="",
   parameter dist_ram = 0,
   parameter block_ram = 0,
   parameter bypass=0
   )
   (
   input clk,
   input we,
   input [addr_width-1:0] wa,
   input [width-1:0] 	  wd,
   input re,
   input [addr_width-1:0] ra,
   output [width-1:0] 	  rd
    );
   wire 		  we_d;
   wire [addr_width-1:0]  wa_d;
   wire [width-1:0] 	  wd_d;
   base_delay#(.width(1+addr_width+width),.n(wdelay)) idel
     (
      .clk(clk),.reset(1'b0),
      .i_d({we,wa,wd}),
      .o_d({we_d,wa_d,wd_d})
      );
   reg [width-1:0] 	  ram[depth-1:0];
   reg [width-1:0] 	  rd_reg;
   generate
      if (bypass) 
	always@(posedge clk) 
	  begin
	     if (we_d) 
	       begin
		  ram[wa_d] <= wd_d;
	       end
	     if (re)
	       rd_reg <= (we_d & (wa==ra)) ? wd_d : ram[ra];
	  end
      else
	always@(posedge clk) 
	  begin
	     if (we_d) 
	       begin
		  ram[wa_d] <= wd_d;
	       end
	     if (re)
	       rd_reg <= ram[ra];
	  end
      assign rd = rd_reg;
   endgenerate   
endmodule  
module base_sram_cntrs#(parameter width=32, parameter n=2, parameter addr_width=$clog2(n))
   (input clk,
    input 		   reset,
    input [0:n-1] 	   i_inc,
    input [0:addr_width-1] i_rd_a,
    input 		   i_rd_v,
    output 		   i_rd_r,
    input 		   o_rd_r,
    output 		   o_rd_v,
    output [0:width-1] 	   o_rd_d
    );
   localparam sw=addr_width+2;
   wire [0:addr_width]   s0_addr_ext;
   wire 		 s0_rdata_v;
   wire 		 s0_rdata_v_in = s0_rdata_v | (& s0_addr_ext);
   base_vlat#(.width(addr_width+1)) is0_alat(.clk(clk),.reset(reset),.din(s0_addr_ext+1'b1),.q(s0_addr_ext));
   base_vlat#(.width(1))            is0_vlat(.clk(clk),.reset(reset),.din(s0_rdata_v_in),   .q(s0_rdata_v));
   wire [0:addr_width-1]   s0_addr = s0_addr_ext[0:addr_width-1];
   wire 		   s0_sel = s0_addr_ext[addr_width];
   wire 		   s1_rdata_v;
   wire [0:sw-1] 	   s1_reg;
   wire [0:addr_width-1]   s1_addr;
   wire 		   s1_sel;
   wire [0:sw*n-1] 	   s0_regs;
   base_emux_mc#(.width(sw),.ways(n),.sel_width(addr_width),.aux_width(addr_width+2),.lsel_width(4)) is1_mux
     (.clk(clk),.reset(reset),.sel(s0_addr),.ain({s0_addr,s0_sel,s0_rdata_v}),.din(s0_regs),.aout({s1_addr,s1_sel,s1_rdata_v}),.dout({s1_reg}));
   wire [0:n-1] 	   s0_hit;
   base_decode#(.enc_width(addr_width),.dec_width(n)) is0_dec(.en(s0_sel),.din(s0_addr),.dout(s0_hit));
   genvar 		   i;
   generate
      for(i=0; i<n; i=i+1)
	begin : gen1
	   wire rd_vld;
	   wire [0:sw-1] cnt;
	   wire [0:sw-1] cnt_in;
	   wire [0:sw-1] cnt_nxt = s0_hit[i] ? {sw{1'b0}} : cnt;
	   assign cnt_in = cnt_nxt + i_inc[i];
	   base_vlat#(.width(sw)) icnt_lat(.clk(clk),.reset(reset),.din(cnt_in),.q(cnt));
	   assign s0_regs[i*sw:(i+1)*sw-1] = cnt;
	end
   endgenerate
   wire 		 s1_rd_v, s1_rd_r;
   wire [0:addr_width-1] s1_rd_a = i_rd_a;
   base_agate is1_gt(.i_v(i_rd_v),.i_r(i_rd_r),.o_v(s1_rd_v),.o_r(s1_rd_r),.en(~s1_sel));
   wire 		 s2_rdata_v;  
   wire 		 s2_we;       
   wire [0:addr_width-1] s2_wa;       
   wire [0:sw-1] 	 s2_reg;      
   wire [0:width-1] 	 s2_rd;
   base_vlat#(.width(sw+1+addr_width+1)) is2_lat(.clk(clk),.reset(reset),.din({s1_reg,s1_rdata_v,s1_addr,s1_sel}),.q({s2_reg,s2_rdata_v,s2_wa,s2_we}));
   wire [0:addr_width-1] s1_ra = s1_sel ? s1_addr : s1_rd_a;
   wire [0:width-1] 	 s2_wd = (s2_rdata_v ? s2_rd : {width{1'b0}}) + s2_reg;
   base_mem#(.width(width),.addr_width(addr_width)) imem
     (.clk(clk),
      .re(1'b1),.ra(s1_ra),.rd(s2_rd),
      .we(s2_we),.wa(s2_wa),.wd(s2_wd)
      );
   wire 		 s2_rd_v, s2_rd_r;
   base_alatch#(.width(1))     is2_rd_lat(.clk(clk),.reset(reset),.i_v(s1_rd_v),.i_r(s1_rd_r),.i_d(1'b0),.o_v(s2_rd_v),.o_r(s2_rd_r),.o_d());
   base_alatch#(.width(width)) is3_rd_lat(.clk(clk),.reset(reset),.i_v(s2_rd_v),.i_r(s2_rd_r),.i_d(s2_rd),.o_v(o_rd_v),.o_r(o_rd_r),.o_d(o_rd_d));
endmodule  
module base_vlat#(parameter width=1, parameter [width-1:0] rstv=0) 
   (input clk, input reset, input [width-1:0] din, output [width-1:0] q);
   reg [width-1:0]    q_int;
   always@(posedge clk or posedge reset)
     if (reset) q_int <= rstv;
     else q_int <= din;
   assign q = q_int;
endmodule  
module base_vlat_en (clk, reset, enable, din, q);
   parameter width=1;
   parameter [0:width-1] rstv = 0;
   input 	      clk;
   input 	      reset;
   input 	      enable;
   input [0:width-1]  din;
   output [0:width-1] q;
   reg [0:width-1]    q_int;
   wire 	      ena  ;
   assign ena = enable;
   always@(posedge clk or posedge reset)
     if (reset) q_int <= rstv;
     else if (ena) q_int <= din;
   assign q = q_int;
endmodule  
```
**run.sh**
```bash
#!/bin/bash
# OpenROAD 26Q1-2900-gdf79404cd8, Yosys 0.63+post, stock flow scripts
make -C /OpenROAD-flow-scripts/flow DESIGN_CONFIG=/design/flow/config.mk WORK_HOME=/design/flow/orfs finish
```
==> impl_metrics.tcl <==
# place-and-route summary
set metrics [dict create \
    cts_hold_buffers 0 \
    maxSlewHeadroom_pct 47.1 \
    dpl_cell_area_mm2 0.00622 \
    ctsResizeCount 0 \
    synth.cellmix.simpleShare_pct 9.31 \
    ys_warn_count 0 \
    via_per_inst 5.36 \
    cts_root_buffer "clkbuf_16" \
    track_usage_pct 18.5 \
    path_class "in2out" \
    top_logic_kind "simple AND/OR/NAND/NOR gates" \
    slowest_stage "clkdlybuf4s50_1" \
    areaGrowthSynthToFinish_pct 21.2 \
    critical_path.cell_chain "clkdlybuf4s50_1 -> nor2b_1 -> a21oi_1 -> clkdlybuf4s50_1" \
    final_area_mm2 0.00684 \
    cts_buffer_depth 2 \
    worstSkewPairLatency_ps 410 \
    skew_ps 10.9 \
    min_path_type "reg2reg" \
    finalCriticalPeriod_ps 5560 \
    r2r_setup_slack_ps 8080 \
    fillers 844 \
    grt_max_degree 34 \
    path_clk_slew_ps 50 \
    die.size.y_um 108 \
    antenna_cells 0 \
    synthCells 361 \
    fin_setup_tns_ps 0 \
    synth-xor-area-share_pct 2.95 \
    critPathLaunchType "primary input" \
    layout_top_cell "edfxtp_1" \
    openroad.warnings 26 \
    drc_errors 0 \
    p_total_w 0.00126 \
    wirelength_mm 9.17 \
    grt_pass1_wl_mm 14.9 \
    drt-initial-drc-count 125 \
    drive_above_1_share_pct 17.4 \
    cts_setup_buffers 0 \
    fp_util_pct 51.6 \
    drt_first_pass_iters 4 \
    peakVddDrop_mv 0.178 \
    worstPathRequired_ps 8880 \
    slowest_delay_ps 470 \
    cts_made_buffers 17 \
    status "finished clean" \
    max_freq_mhz 180 \
    tritoncts "built" \
    overflow 0 \
    powerDensity_mw_per_mm2 184 \
    p_leak_nw 2.45 \
    routedWlPerCell_um 16.2 \
    grt_setup_unrepaired "false" \
    io_pins 41 \
    clock-sinks 151 \
    cp-end-kind "primary output" \
    numSynthFlops 151 \
    period_used_pct 50.1 \
    vias 3031 \
    die_area_mm2 0.0117 \
    syn_area_mm2 0.00564 \
    layout_top_cells "edfxtp_1, clkdlybuf4s50_1, mux2_2" \
    yosysCellCount 361 \
    fa_ha_area_share_pct 2.35 \
    antenna_found_initial 0 \
    hold_viol_final 0 \
    crit_top_cell "clkdlybuf4s50_1" \
    mux_share_pct 7.34 \
    largest_register_ffs 64 \
    tightest_slew_ps 793 \
    setup_viol 0 \
    ys_area_mm2 0.00564 \
    portBuffers 40 \
    grt_pass1_vias 2954 \
    yosysSeqAreaShare_pct 72.6 \
    h-tree-depth 4 \
    synthDistinctLibCells 38 \
    std_cell_rows 38 \
    ant_nets 0 \
    drv_slew 0 \
    synth.avg_cell_area_um2 15.6 \
    core_mm2 0.0109 \
    cp.arrival_ps 3340 \
    ys_sh_aoi_pct 3.81 \
    max-cap-violations 0 \
    cp_max_fo 3 \
    dp.final_hpwl_mm 5.28 \
    die_w_um 108 \
    gp_congestion 0.777 \
]
==> cells in the mapped netlist <==
master | instances | area share, %
and4_1 | 4 | 0.62
dfrtp_1 | 23 | 10
nor2_1 | 13 | 0.86
edfxtp_1 | 96 | 51
a21oi_1 | 16 | 1.4
inv_1 | 10 | 0.67
xor2_1 | 5 | 0.78
nor4_1 | 1 | 0.11
or4_1 | 12 | 1.6
or2_2 | 1 | 0.11
fa_1 | 1 | 0.35
mux2_2 | 35 | 7.0
nand4_4 | 1 | 0.38
nand4_2 | 1 | 0.22
clkbuf_1 | 9 | 0.60
a211o_1 | 1 | 0.16
a31o_2 | 1 | 0.16
or4_4 | 1 | 0.20
ha_1 | 9 | 2.0
and2_1 | 5 | 0.55
buf_6 | 1 | 0.20
nand3_1 | 5 | 0.44
nand2_1 | 19 | 1.3
o31ai_1 | 11 | 1.5
o21ai_0 | 1 | 0.089
nand2b_1 | 4 | 0.44
nand4_1 | 10 | 1.1
xnor2_1 | 14 | 2.2
nor3b_1 | 1 | 0.13
a21o_1 | 2 | 0.27
nor4b_1 | 2 | 0.31
buf_4 | 1 | 0.13
nor3_1 | 2 | 0.18
nor2b_1 | 6 | 0.67
mux2i_1 | 2 | 0.35
dfxtp_1 | 32 | 11
a211oi_1 | 2 | 0.27
and3_1 | 1 | 0.11
==> per-layer routing <==
layer	GRT usage (%)	routed length, um	vias to the layer above
met4	2.64	109	0
met3	6.01	505	12
met5	0	0	-
met2	24.9	4130	89
met1	33.6	4430	1463
li1	-	-	1467
==> report_power, final <==
part	internal (W)	switching [W]	leakage, nW
logic	0.0000180	0.0000166	0.705
registers	0.000615	0.00000831	1.45
clock network	0.000397	0.000207	0.301
total	0.00103	0.000232	2.45
==> cells by family (layout without fill, tap and decap cells) <==
kind of cell | after synthesis | count (layout)
AND/OR/NAND/NOR | 89 | 89
AND-OR/OR-AND | 34 | 34
adder cells (fa/ha/maj) | 10 | 10
flip-flops | 151 | 151
multiplexers | 37 | 37
XOR/XNOR | 19 | 19
buffers and inverters | 21 | 86
==> critical path, delay by kind of cell <==
kind	cells	cell delay, ps
AOI/OAI and AO/OA	1	140
and+or+nand+nor	1	60
buffers and inverters	2	930
==> final cells by class <==
type                    instances  area [um^2]  share of cell area (%)
inverters                      10         37.5                   0.549
repair buffers                 45          438                    6.40
well taps                     140          175                    2.56
clock inverters                10          181                    2.65
multi-input cells             189         1470                    21.5
flip-flops and latches        151         4100                    59.9
clock buffers                  21          440                    6.44
==> stage by stage <==
step	worst slack, ps	hold WS, ps	util, %	instances
after floorplan	6450	331	-	361
final	5540	345	62.6	566
after global placement	5540	333	56.9	535
after global routing	5440	349	62.6	566
after detailed placement	5540	335	56.9	535
after CTS	5530	345	62.6	566
==> final timing paths <==
kind	start	to	cells after the start
max in group asynchronous	reset	gen1[1].icnt_lat.q[1]	3
max	o_rd_r	i_rd_r	4
min reg2reg	is1_mux.genblk2.ialat.q[0]	is2_lat.q[2]	0
min	is1_mux.genblk2.ialat.q[0]	is2_lat.q[2]	0
min in group asynchronous	reset	is3_rd_lat.ivlat.q	3
max reg2reg	is2_lat.q[2]	imem.ram[0][14]	7
Power is estimated from default activity; no workload was simulated.
